===== design/flow/run.sh =====
#!/bin/bash
# OpenROAD 26Q1-2900-gdf79404cd8, Yosys 0.63+post, stock flow scripts
make -C /OpenROAD-flow-scripts/flow DESIGN_CONFIG=/design/flow/config.mk WORK_HOME=/design/flow/orfs finish

===== design/flow/config.mk =====
export PLATFORM = sky130hd
export DESIGN_NAME = i2c_bridge
export DESIGN_NICKNAME = i2c_bridge
export VERILOG_FILES = /design/flow/design.v
export SDC_FILE = /design/flow/constraint.sdc
export NUM_CORES = 4
export LEC_CHECK = 1
export CORE_AREA = 10 10 70 70
export DIE_AREA = 0 0 80 80

===== design/flow/constraint.sdc =====
current_design i2c_bridge

set clk_period 1.2
set clk_io_pct 0.2

create_clock -name clk0 -period $clk_period [get_ports {clk}]

set non_clock_inputs [all_inputs -no_clocks]
set_input_delay [expr $clk_period * $clk_io_pct] -clock clk0 $non_clock_inputs
set_output_delay [expr $clk_period * $clk_io_pct] -clock clk0 [all_outputs]

===== design/flow/design.v =====
`default_nettype none
`default_nettype none
module i2c_bridge
(
    input  wire       clk,     
    input  wire       clk_en,  
    input  wire [1:0] i,       
    output wire [1:0] t        
);
  reg [1:0] state, next_state;
  always @(posedge clk)
    case(state)
      2'd0: begin
        if(i[0])
          next_state <= 3;
        else
          next_state <= 0;
      end
      2'd1: begin
        if(i[1])
          next_state <= 3;
        else
          next_state <= 1;
      end
      default: begin
        if(i[0]==0 && i[1]==1)
          next_state <= 0;
        else if(i[1]==0 && i[0]==1)
          next_state <= 1;
        else
          next_state <= 3;
      end
    endcase
  always @(posedge clk)
    if(clk_en)
      state <= next_state;
  assign t[1] = state == 2'd0 ? 0:1;
  assign t[0] = state == 2'd1 ? 0:1;
endmodule
module ecp5pll
#(
  parameter integer in_hz      =  25000000,
  parameter integer out0_hz    =  25000000,
  parameter integer out0_deg   =         0,  
  parameter integer out0_tol_hz=         0,  
  parameter integer out1_hz    =         0,
  parameter integer out1_deg   =         0,
  parameter integer out1_tol_hz=         0,
  parameter integer out2_hz    =         0,
  parameter integer out2_deg   =         0,
  parameter integer out2_tol_hz=         0,
  parameter integer out3_hz    =         0,
  parameter integer out3_deg   =         0,
  parameter integer out3_tol_hz=         0,
  parameter integer reset_en   =         0,
  parameter integer standby_en =         0,
  parameter integer dynamic_en =         0
)
(
  input        clk_i,
  output [3:0] clk_o,
  input        reset,
  input        standby,
  input  [1:0] phasesel,
  input        phasedir, phasestep, phaseloadreg,
  output       locked
);
  localparam PFD_MIN =   3125000;
  localparam PFD_MAX = 400000000;
  localparam VCO_MIN = 400000000;
  localparam VCO_MAX = 800000000;
  localparam VCO_OPTIMAL = (VCO_MIN+VCO_MAX)/2;
  function integer abs(input integer x);
    abs = x > 0 ? x : -x;
  endfunction
  function integer F_ecp5pll(input integer x);
    integer input_div, input_div_min, input_div_max;
    integer output_div, output_div_min, output_div_max;
    integer feedback_div, feedback_div_min, feedback_div_max;
    integer fvco, fout;
    integer error, error_prev;
    integer params_fvco;
    integer div1, div2, div3;
    integer params_refclk_div;
    integer params_feedback_div;
    integer params_output_div;
    params_fvco = 0;
    error_prev = 999999999;
    input_div_min = in_hz/PFD_MAX;
    if(input_div_min < 1)
      input_div_min = 1;
    input_div_max = in_hz/PFD_MIN;
    if(input_div_max > 128)
      input_div_max = 128;
    for(input_div = input_div_min; input_div <= input_div_max; input_div=input_div+1)
    begin
      if(out0_hz / 1000000 * input_div < 2000)
        feedback_div = out0_hz * input_div / in_hz;
      else
        feedback_div = out0_hz / in_hz * input_div;
      feedback_div_min = feedback_div;
      feedback_div_max = feedback_div+1;
      if(feedback_div_min < 1)
        feedback_div_min = 1;
      if(feedback_div_max > 80)
        feedback_div_max = 80;
      for(feedback_div = feedback_div_min; feedback_div <= feedback_div_max; feedback_div = feedback_div+1)
      begin
        output_div_min = (VCO_MIN/feedback_div) / (in_hz/input_div);
        if(output_div_min < 1)
          output_div_min = 1;
        output_div_max = (VCO_MAX/feedback_div) / (in_hz/input_div);
        if(output_div_max > 128)
          output_div_max = 128;
        fout = in_hz * feedback_div / input_div;
        for(output_div = output_div_min; output_div <= output_div_max; output_div=output_div+1)
        begin
          fvco = fout * output_div;
          error = abs(fout-out0_hz)
                + (out1_hz > 0 ? abs(fvco/(fvco >= out1_hz ? fvco/out1_hz : 1)-out1_hz) : 0)
                + (out2_hz > 0 ? abs(fvco/(fvco >= out2_hz ? fvco/out2_hz : 1)-out2_hz) : 0)
                + (out3_hz > 0 ? abs(fvco/(fvco >= out3_hz ? fvco/out3_hz : 1)-out3_hz) : 0);
          if( error < error_prev
          || (error == error_prev && abs(fvco-VCO_OPTIMAL) < abs(params_fvco-VCO_OPTIMAL)) )
          begin
            error_prev              = error;
            params_refclk_div       = input_div;
            params_feedback_div     = feedback_div;
            params_output_div       = output_div;
            params_fvco             = fvco;
          end
        end
      end
    end
    if(x==0)
      F_ecp5pll = params_refclk_div;
    if(x==1)
      F_ecp5pll = params_feedback_div;
    if(x==2)
      F_ecp5pll = params_output_div;
  endfunction
  function integer F_primary_phase(input integer output_div, deg);
    integer phase_compensation;
    integer phase_count_x8;
    phase_compensation = (output_div+1)/2*8-8+output_div/2*8;  
    phase_count_x8     = phase_compensation + 8*output_div*deg/360;
    if(phase_count_x8 > 1023)
      phase_count_x8 = phase_count_x8 % (output_div*8);  
    F_primary_phase = phase_count_x8;
  endfunction
  localparam params_refclk_div       = F_ecp5pll(0);
  localparam params_feedback_div     = F_ecp5pll(1);
  localparam params_output_div       = F_ecp5pll(2);
  localparam params_fout             = in_hz * params_feedback_div / params_refclk_div;
  localparam params_fvco             = params_fout * params_output_div;
  localparam params_primary_phase_x8 = F_ecp5pll(3);
  localparam params_primary_cphase   = F_primary_phase(params_output_div, out0_deg) / 8;
  localparam params_primary_fphase   = F_primary_phase(params_output_div, out0_deg) % 8;
  function integer F_secondary_divisor(input integer sfreq);
    F_secondary_divisor = 1;
    if(sfreq > 0)
      if(params_fvco >= sfreq)
        F_secondary_divisor = params_fvco/sfreq;
  endfunction
  function integer F_secondary_phase(input integer sfreq, sphase);
    integer div, freq;
    integer phase_compensation, phase_count_x8;
    phase_count_x8 = 0;
    if(sfreq > 0)
    begin
      div = 1;
      if(params_fvco >= sfreq)
        div = params_fvco/sfreq;
      freq = params_fvco/div;
      phase_compensation = div*8-8;
      phase_count_x8 = phase_compensation + 8*div*sphase/360;
      if(phase_count_x8 > 1023)
        phase_count_x8 = phase_count_x8 % (div*8);  
    end
    F_secondary_phase = phase_count_x8;
  endfunction
  localparam params_secondary1_div      = F_secondary_divisor(out1_hz);
  localparam params_secondary1_cphase   = F_secondary_phase  (out1_hz, out1_deg) / 8;
  localparam params_secondary1_fphase   = F_secondary_phase  (out1_hz, out1_deg) % 8;
  localparam params_secondary2_div      = F_secondary_divisor(out2_hz);
  localparam params_secondary2_cphase   = F_secondary_phase  (out2_hz, out2_deg) / 8;
  localparam params_secondary2_fphase   = F_secondary_phase  (out2_hz, out2_deg) % 8;
  localparam params_secondary3_div      = F_secondary_divisor(out3_hz);
  localparam params_secondary3_cphase   = F_secondary_phase  (out3_hz, out3_deg) / 8;
  localparam params_secondary3_fphase   = F_secondary_phase  (out3_hz, out3_deg) % 8;
  localparam error_out0_hz =               abs(out0_hz - params_fout)                         > out0_tol_hz;
  localparam error_out1_hz = out1_hz > 0 ? abs(out1_hz - params_fvco / params_secondary1_div) > out1_tol_hz : 0;
  localparam error_out2_hz = out2_hz > 0 ? abs(out2_hz - params_fvco / params_secondary2_div) > out2_tol_hz : 0;
  localparam error_out3_hz = out3_hz > 0 ? abs(out3_hz - params_fvco / params_secondary3_div) > out3_tol_hz : 0;
  if(error_out0_hz) $error("out0_hz tolerance exceeds out0_tol_hz");
  if(error_out1_hz) $error("out1_hz tolerance exceeds out1_tol_hz");
  if(error_out2_hz) $error("out2_hz tolerance exceeds out2_tol_hz");
  if(error_out3_hz) $error("out3_hz tolerance exceeds out3_tol_hz");
  localparam trig_out0_hz = error_out0_hz ? 1/0 : 0;
  localparam trig_out1_hz = error_out1_hz ? 1/0 : 0;
  localparam trig_out2_hz = error_out2_hz ? 1/0 : 0;
  localparam trig_out3_hz = error_out3_hz ? 1/0 : 0;
  wire [1:0] PHASESEL_HW = phasesel-1;
  wire CLKOP;  
  (* ICP_CURRENT="12" *) (* LPF_RESISTOR="8" *) (* MFG_ENABLE_FILTEROPAMP="1" *) (* MFG_GMCREF_SEL="2" *)
  EHXPLLL
  #(
    .CLKI_DIV     (params_refclk_div),
    .CLKFB_DIV    (params_feedback_div),
    .FEEDBK_PATH  ("CLKOP"),
    .OUTDIVIDER_MUXA("DIVA"),
    .CLKOP_ENABLE ("ENABLED"),
    .CLKOP_DIV    (params_output_div),
    .CLKOP_CPHASE (params_primary_cphase),
    .CLKOP_FPHASE (params_primary_fphase),
    .OUTDIVIDER_MUXB("DIVB"),
    .CLKOS_ENABLE (out1_hz > 0 ? "ENABLED" : "DISABLED"),
    .CLKOS_DIV    (params_secondary1_div),
    .CLKOS_CPHASE (params_secondary1_cphase),
    .CLKOS_FPHASE (params_secondary1_fphase),
    .OUTDIVIDER_MUXC("DIVC"),
    .CLKOS2_ENABLE(out2_hz > 0 ? "ENABLED" : "DISABLED"),
    .CLKOS2_DIV   (params_secondary2_div),
    .CLKOS2_CPHASE(params_secondary2_cphase),
    .CLKOS2_FPHASE(params_secondary2_fphase),
    .OUTDIVIDER_MUXD("DIVD"),
    .CLKOS3_ENABLE(out3_hz > 0 ? "ENABLED" : "DISABLED"),
    .CLKOS3_DIV   (params_secondary3_div),
    .CLKOS3_CPHASE(params_secondary3_cphase),
    .CLKOS3_FPHASE(params_secondary3_fphase),
    .INTFB_WAKE   ("DISABLED"),
    .STDBY_ENABLE (standby_en ? "ENABLED" : "DISABLED"),
    .PLLRST_ENA   (  reset_en ? "ENABLED" : "DISABLED"),
    .DPHASE_SOURCE(dynamic_en ? "ENABLED" : "DISABLED"),
    .PLL_LOCK_MODE(0)
  )
  pll_inst
  (
    .RST(1'b0),
    .STDBY(1'b0),
    .CLKI(clk_i),
    .CLKOP(CLKOP),
    .CLKOS (clk_o[1]),
    .CLKOS2(clk_o[2]),
    .CLKOS3(clk_o[3]),
    .CLKFB(CLKOP),
    .CLKINTFB(),
    .PHASESEL1(PHASESEL_HW[1]),
    .PHASESEL0(PHASESEL_HW[0]),
    .PHASEDIR(phasedir),
    .PHASESTEP(phasestep),
    .PHASELOADREG(phaseloadreg),
    .PLLWAKESYNC(1'b0),
    .ENCLKOP(1'b0),
    .ENCLKOS(1'b0),
    .ENCLKOS2(1'b0),
    .ENCLKOS3(1'b0),
    .LOCK(locked)
  );
  assign clk_o[0] = CLKOP;
endmodule
module SPI_slave(clk, SCK, MOSI, MISO, SSEL, LED,
	d0,d1,d2,d3,d4,d5,d6,d7,d8,d9,d10,d11
);
input clk;
input SCK, SSEL, MOSI;
output MISO;
output LED;
input d0,d1,d2,d3,d4,d5,d6,d7,d8,d9,d10,d11;
reg [2:0] SCKr;  always @(posedge clk) SCKr <= {SCKr[1:0], SCK};
wire SCK_risingedge = (SCKr[2:1]==2'b01);   
wire SCK_fallingedge = (SCKr[2:1]==2'b10);   
reg [2:0] SSELr;  always @(posedge clk) SSELr <= {SSELr[1:0], SSEL};
wire SSEL_active = ~SSELr[1];   
wire SSEL_startmessage = (SSELr[2:1]==2'b10);   
wire SSEL_endmessage = (SSELr[2:1]==2'b01);   
reg [1:0] MOSIr;  always @(posedge clk) MOSIr <= {MOSIr[0], MOSI};
wire MOSI_data = MOSIr[1];
reg [3:0] bitcnt;
reg byte_received;   
reg [7:0] byte_data_received;
always @(posedge clk)
begin
  if(~SSEL_active)
  begin
    bitcnt <= 4'b000;
  end
  else
  if(SCK_risingedge)
  begin
    bitcnt <= bitcnt + 3'b001;
    byte_data_received <= {byte_data_received[6:0], MOSI_data};
  end
end
always @(posedge clk) byte_received <= SSEL_active && SCK_risingedge && (bitcnt==3'b111);
reg LED;
always @(posedge clk) if(byte_received) LED <= byte_data_received[0];
reg [7:0] byte_data_sent;
reg [7:0] cnt;
always @(posedge clk) if(SSEL_startmessage) cnt<=cnt+8'h1;   
always @(posedge clk)
if(SSEL_active)
begin
  if(SSEL_startmessage)
    byte_data_sent <= cnt;   
  else
  if(SCK_fallingedge)
  begin
    if(bitcnt==4'b0000)
      byte_data_sent <= 8'haa;   
    else begin
		if (bitcnt==4'b1000)
     	 	byte_data_sent <= 8'hf0;
		else
			byte_data_sent <= {byte_data_sent[6:0], 1'b0};
		end
  end
end
assign MISO = byte_data_sent[7];   
endmodule
module top(
	input clk,
	inout rtc_sda,
	inout rtc_scl,
	inout tuner_sda,
	inout tuner_scl,
	output mhz_16,mhz_96,
	output exp_pin_3, exp_pin_4,
	output exp_pin_5, exp_pin_6,
	output exp_pin_7, exp_pin_8,
	input spi_sclk, spi_mosi, spi_cs0,
	output spi_miso,
	input a2dq2, a2dq3, a2dq4, a2dq5, a2dq6, a2dq7, a2dq8, a2dq9, a2dq10, a2dq11, a2dq12, a2dq13,
	output green_led_d7,
	output orange_led_d8,
	output red_led_d5,
	output yellow_led_d6
);
	wire [3:0] clocks;
	ecp5pll
	#(
		.in_hz(24000000),
		.out0_hz(16000000),.out0_tol_hz(0) ,
		.out1_hz(96000000), .out1_deg( 0), .out1_tol_hz(0),
		.out2_hz(192000000), .out2_deg(0), .out2_tol_hz(0)
	)
	ecp5pll_inst
	(
		.clk_i(clk),
		.clk_o(clocks)
	);
	assign mhz_16 = clocks[0];
	assign mhz_96 = clocks[1];
	assign exp_pin_4 = rtc_scl;
	assign exp_pin_8 = rtc_sda;
	assign green_led_d7  = 0;
	assign orange_led_d8 = 0;
	assign yellow_led_d6 = 0;
  localparam bridge_clk_div = 3;  
  reg [bridge_clk_div:0] bridge_cnt;
  always @(posedge clk)  
  begin
    if(bridge_cnt[bridge_clk_div])
      bridge_cnt <= 0;
    else
      bridge_cnt <= bridge_cnt + 1;
  end
  wire clk_bridge_en = bridge_cnt[bridge_clk_div];
  wire [1:0] i2c_sda_i = {rtc_sda, tuner_sda};
  wire [1:0] i2c_sda_t;
  i2c_bridge i2c_sda_bridge_i
  (
    .clk(mhz_96),
    .clk_en(clk_bridge_en),
    .i(i2c_sda_i),
    .t(i2c_sda_t)
  );
  assign rtc_sda = i2c_sda_t[1] ? 1'bz : 1'b0;
  assign tuner_sda = i2c_sda_t[0] ? 1'bz : 1'b0;
  wire [1:0] i2c_scl_i = {rtc_scl, tuner_scl};
  wire [1:0] i2c_scl_t;
  i2c_bridge i2c_scl_bridge_i
  (
    .clk(clk),
    .clk_en(clk_bridge_en),
    .i(i2c_scl_i),
    .t(i2c_scl_t)
  );
  assign rtc_scl = i2c_scl_t[1] ? 1'bz : 1'b0;
  assign tuner_scl = i2c_scl_t[0] ? 1'bz : 1'b0;
	SPI_slave SPI_slave(
		.clk(clocks[2]),
		.SCK(spi_sclk),
		.MOSI(spi_mosi),
		.MISO(spi_miso),
		.SSEL(spi_cs0),
		.LED(red_led_d5),
		.d0(a2dq2),
		.d1(a2dq3),
		.d2(a2dq4),
		.d3(a2dq5),
		.d4(a2dq6),
		.d5(a2dq7),
		.d6(a2dq8),
		.d7(a2dq9),
		.d8(a2dq10),
		.d9(a2dq11),
		.d10(a2dq12),
		.d11(a2dq13),
	);
endmodule

==> results.txt <==
fresh numbers from the pnr run: outcome finished, violations left, violated checks setup timing, port bufs 5, final WL 437 um, Clock Sink Count 4, DRC 0, Synth Register Bits 4, Clock transition at path regs 0.04 ns, share of post-route cells with drive strength above 1 48.3%, # Cells Yosys 12, switch share 20.2%, Psw 84.3 uW, CTS tree yes, Bufs on Longest Clock Path 2, CP Max Fanout 2, filler cell count 405, crit path DAT 1.12 ns, Max Cap Viol 0, GRT Total Usage 1.51%, slowest stage delay, CP 0.39 ns, Worst Path Class, Setup reg -> out, first-pass GRT wire length 690 um, Latency at later pin 0.24 ns, Setup WS post-layout -0.164 ns, DIE HEIGHT 80 um, antenna cell count 0, post-route ant nets 0, Layout area overhead 123%, Leak Pwr 0.000146 uW, core area 3420 um2, drt first pass iters 2, Setup-failing EPs final 2, die width 80 um, Hold Fails Final Rpt 0, design area 358 um2, YS chip area 160 um2, highest-delay cell along the critical path edfxtp_1, root buf cell clkbuf_4, Ports 6, Critical Path RT 0.96 ns, fin crit period 1.36 ns, RSZ-0062 raised after global routing true, die area 6400 um2, clk_skew 0.00616 ns, Area after DPL 290 um2, CTS Buf Count 3, Slew @ Worst Pin 0.138 ns, hold crit path type reg -> reg, synth warn 5, DR WL/cell 5.83 um, Sequential Power Share 39.3%, Clock power frac 44.0%, Initial DRC Count 2, gr ovfl total 0, Tcrit/Tclk final 114%, CP most frequent cell buf_6, gpl congestion 0.719, setup slack at placement -0.113 ns, Peak VDD IR 0.764 mV, initial antenna violation count 0, crit end category primary output, dpl cells 66, Core Util at FP 4.69%, Cell Type Count 10, largest net degree at the start of global routing 4, Synth Seq Share 62.5%, Final Non-Filler Cells 75, Logic pwr share 16.7%, Fmax achieved 733 MHz, Final Max Slew Viols 0, vias in the first global route 154, Int Pwr 332 uW, Gate Count Post-Synth 12, H-tree Lvls 1, Worst Setup Start Kind register, Post-Syn Area 160 um2, Rel. slew slack 90.7%, Row Count 21, crit-path cells buf_6, or2_4, buf_6, Avg Cell Area, Syn 13.3 um2, tool warnings 27, vias per inst 2.01, Power Density 1160 nW/um2, vias after detailed routing 151
## cells in the mapped netlist
| cell | n | share of area (%) |
|---|---|---|
| dfxtp_1 | 2 | 25 |
| edfxtp_1 | 2 | 38 |
| a2bb2oi_1 | 1 | 5.5 |
| ha_1 | 1 | 7.8 |
| inv_1 | 1 | 2.3 |
| mux2i_1 | 1 | 6.3 |
| nand2_1 | 1 | 2.3 |
| o21ai_0 | 1 | 3.1 |
| or2_4 | 1 | 5.5 |
| or2b_1 | 1 | 4.7 |
## registers in the layout (all words and copies together) (netlist names)
| signal | flops |
|---|---|
| state | 2 |
| next_state | 2 |
## power groups by stage
stage	Clock, uW	Combinational [uW]	Sequential [uW]
final	183	69.8	164
after global routing	208	75.7	164
after CTS	191	65.5	163
## worst max-delay path: cells and delay by family, from the launching register on
family                 cells  cell delay, ns
DFF                        1            0.39
buffers and inverters      2            0.25
and+or+nand+nor            1            0.24
## layer usage
layer | GRT usage (%) | vias up | routed length [um]
met5 | 0 | - | 0
met2 | 1.52 | 9 | 124
li1 | - | 75 | -
met3 | 1.82 | 0 | 69
met4 | 0.352 | 0 | 0
met1 | 1.87 | 67 | 243
## area by class of cell
type / instances / area, um2 / share of cell area, %
clock buffers: 4 / 26.3 / 7.34
inverters: 1 / 3.75 / 1.05
multi-input cells: 7 / 56.3 / 15.7
flip-flops and latches: 4 / 100 / 28.0
well taps: 46 / 57.6 / 16.1
repair buffers: 13 / 114 / 31.8
## what timing repair did
item,in CTS,in global routing
endpoints found under the setup margin,2,2
resized,9,1
pin swaps,1,1
buffers inserted,4,1
hold buffers,0,0
## path summary, 6_finish.rpt
check	startpoint	to	slack (ns)	cells after the start
max	state[0]$_DFFE_PP_	t[1]	-0.16	3
min	next_state[0]$_DFF_P_	state[0]$_DFFE_PP_	0.39	0
max reg2reg	state[0]$_DFFE_PP_	next_state[0]$_DFF_P_	0.06	4
min reg2reg	next_state[0]$_DFF_P_	state[0]$_DFFE_PP_	0.39	0
## stage by stage
| stage | TNS [ns] | utilization (%) | total power (uW) | hold slack [ns] |
|---|---|---|---|---|
| 3_5_place_dp | -0.307 | 8.50 | 218 | 0.389 |
| 4_1_cts | -0.189 | 10.1 | 420 | 0.389 |
| 5_1_grt | -0.325 | 10.5 | 448 | 0.393 |
| 6_report | -0.248 | 10.5 | 417 | 0.392 |
| 2_1_floorplan | 0 | - | 181 | 0.352 |
| 3_3_place_gp | -0.282 | 8.50 | 216 | 0.387 |
## cell families after synthesis
| logic type | after synthesis | synth area share (%) |
|---|---|---|
| multiplexers | 1 | 6.25 |
| AND-OR/OR-AND | 2 | 8.59 |
| flip-flops | 4 | 62.5 |
| buffers and inverters | 1 | 2.34 |
| adder cells (fa/ha/maj) | 1 | 7.81 |
| AND/OR/NAND/NOR | 3 | 12.5 |
## layout by cell type (no fill, tap or decap)
cell             instances
a2bb2oi_1                1
buf_2                    1
buf_4                    6
buf_6                    3
clkbuf_1                 1
clkbuf_4                 3
clkdlybuf4s50_1          3
dfxtp_1                  2
edfxtp_1                 2
ha_1                     1
inv_1                    1
mux2i_1                  1
nand2_1                  1
o21ai_0                  1
or2_4                    1
or2b_1                   1
No activity file was given, so power comes from the tool's default toggle rates.
